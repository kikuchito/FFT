==> design/flow/design.v <==
`timescale 1ns / 1ps
  module dsp_mult#(parameter SIZE_OF_SIGNAL = 50, SIZE_OF_CONST = 36)(
    input  logic                           clk_i,
    input  logic                           rst_i,
    input  logic  [SIZE_OF_SIGNAL - 1 : 0] stage_i,
    input  logic  [SIZE_OF_CONST -  1 : 0] w_i,
    input  logic                           data_valid_i,
    output logic                           data_valid_o,
    output signed [SIZE_OF_SIGNAL - 1:0]   butterfly_stage_o
  );
  logic        [SIZE_OF_SIGNAL / 2 - 1 : 0] s_input_ff_re;
  logic        [SIZE_OF_CONST / 2 -  1 : 0] w_input_ff_re;
  logic        [SIZE_OF_SIGNAL / 2 - 1 : 0] s_input_ff_im;
  logic        [SIZE_OF_CONST / 2 -  1 : 0] w_input_ff_im;
  logic        [SIZE_OF_SIGNAL / 2 - 1 : 0] s_re_reg1;
  logic        [SIZE_OF_SIGNAL / 2 - 1 : 0] s_re_reg2;
  logic        [SIZE_OF_CONST / 2 -  1 : 0] w_re_reg1;
  logic        [SIZE_OF_CONST / 2 -  1 : 0] w_re_reg2;
  logic        [42:0]                       mult_re;
  logic        [42:0]                       mult_reg_re;
  logic signed [47:0]                       sum_re;
  logic signed [47:0]                       sum_reg_re;
  logic        [SIZE_OF_SIGNAL / 2 - 1 : 0] s_im_reg1;
  logic        [SIZE_OF_CONST / 2 -  1 : 0] w_im_reg1;
  logic        [42:0]                       mult_im;
  logic        [42:0]                       mult_reg_im1;
  logic        [42:0]                       mult_reg_im2;
  logic        [SIZE_OF_CONST / 2 -  1 : 0] w_im_reg2;
  logic        [42:0]                       mult_Ab;
  logic        [42:0]                       mult_aB;
  logic        [42:0]                       reg1_mult_aB;
  logic        [42:0]                       reg2_mult_aB;
  logic        [42:0]                       reg_mult_Ab;
  logic signed [47:0]                       sum_im;
  logic signed [47:0]                       sum_reg_im;
  logic                                     input_valid_ff;
  logic                                     data_valid_stage_1_ff;
  logic                                     data_valid_stage_2_ff;
  logic                                     data_valid_stage_3_ff;
  logic                                     data_valid_stage_4_ff;
  logic                                     output_valid_ff;
  assign s_input_ff_re = stage_i[SIZE_OF_SIGNAL - 1 : SIZE_OF_SIGNAL / 2];
  assign w_input_ff_re = w_i[SIZE_OF_CONST - 1 : SIZE_OF_CONST / 2];
  assign s_input_ff_im = stage_i[SIZE_OF_SIGNAL / 2 - 1 : 0];
  assign w_input_ff_im = w_i[SIZE_OF_CONST / 2 - 1 : 0];
  always_ff @ (posedge clk_i or posedge rst_i)
    if (rst_i)
      input_valid_ff <= '0;
    else
      input_valid_ff <= data_valid_i;
  always_ff @ (posedge clk_i or posedge rst_i)
    if (rst_i) begin
      data_valid_stage_1_ff <= '0;
      data_valid_stage_2_ff <= '0;
      data_valid_stage_3_ff <= '0;
    end
    else begin
      data_valid_stage_1_ff <= input_valid_ff;
      data_valid_stage_2_ff <= data_valid_stage_1_ff;
      data_valid_stage_3_ff <= data_valid_stage_2_ff;
    end
  always_ff @ (posedge clk_i or posedge rst_i)
    if (rst_i)
      output_valid_ff <= '0;
    else
      output_valid_ff <= data_valid_stage_3_ff;
  always_ff @(posedge clk1) begin
    s_re_reg1 <= s_input_ff_re;
    w_re_reg1 <= w_input_ff_re;
    s_im_reg1 <= s_input_ff_im;
    w_im_reg1 <= w_input_ff_im;
  end
  always_ff @(posedge clk2) begin
    mult_reg_im1 <= mult_im;
    s_re_reg2 <= s_re_reg1;
    w_re_reg2 <= w_re_reg1;
    w_im_reg2 <= w_im_reg1;
    reg1_mult_aB <= mult_aB;
  end
  always_ff @(posedge clk3) begin
    mult_reg_im2 <= mult_reg_im1;
    mult_reg_re <= mult_re;
    reg2_mult_aB <= reg1_mult_aB;
    reg_mult_Ab <= mult_Ab;
  end
  assign mult_im = $signed(s_im_reg1) * $signed(w_im_reg1);
  assign mult_Ab = $signed(w_im_reg2) * $signed(s_re_reg2);
  assign mult_aB = $signed(s_im_reg1) * $signed(w_re_reg1);
  assign mult_re = $signed(s_re_reg2) * $signed(w_re_reg2);
  assign sum_re = $signed(mult_reg_re) - $signed(mult_reg_im2);
  assign sum_im = $signed(reg_mult_Ab) + $signed(reg2_mult_aB);
  always_ff @(posedge clk4) begin
    sum_reg_re <= sum_re;
    sum_reg_im <= sum_im;
  end
  assign butterfly_stage_o = {sum_reg_re[40:16], sum_reg_im[40:16]};
  assign clk1 = data_valid_i && clk_i;
  assign clk2 = data_valid_stage_1_ff && clk_i;
  assign clk3 = data_valid_stage_2_ff && clk_i;
  assign clk4 = data_valid_stage_3_ff && clk_i;
  assign data_valid_o = butterfly_stage_o > 49'b0;
  endmodule
==> design/flow/run.sh <==
#!/bin/bash
# OpenROAD 26Q1-2900-gdf79404cd8, Yosys 0.63+post, stock flow scripts
make -C /OpenROAD-flow-scripts/flow DESIGN_CONFIG=/design/flow/config.mk WORK_HOME=/design/flow/orfs finish
==> design/flow/config.mk <==
export PLATFORM = sky130hd
export DESIGN_NAME = dsp_mult
export DESIGN_NICKNAME = dsp_mult
export VERILOG_FILES = /design/flow/design.v
export SDC_FILE = /design/flow/constraint.sdc
export NUM_CORES = 4
export LEC_CHECK = 1
export CORE_UTILIZATION = 40
==> design/flow/constraint.sdc <==
current_design dsp_mult

set clk_period 11.6
set clk_io_pct 0.2

create_clock -name clk0 -period $clk_period [get_ports {clk_i}]

set non_clock_inputs [all_inputs -no_clocks]
set_input_delay [expr $clk_period * $clk_io_pct] -clock clk0 $non_clock_inputs
set_output_delay [expr $clk_period * $clk_io_pct] -clock clk0 [all_outputs]
==> results_dict.tcl <==
# metrics dict for downstream scripts
set metrics [dict create \
    relSlewSlack_pct 34.65 \
    avgSynthCellArea_um2 9.294 \
    wirelength_mm 190.5 \
    area_growth_pct 8.867 \
    reg2regPathDepth 22 \
    finalHoldViolCount 1 \
    cp_data_required_time_ns 12.45 \
    synth_warnings 5 \
    fp_util_pct 40.36 \
    final.fill_count 17230 \
    postSynthCellCount 7967 \
    setup_viol 0 \
    row_count 157 \
    drive_gt1_share_pct 3.104 \
    grt_antenna_before_repair 8 \
    grt_pass1_wl_mm 308.8 \
    hp-class "reg2gate" \
    insertion_delay_ns 0.93 \
    first_global_vias 55250 \
    grt_setup_unrepaired "no" \
    syn_area_um2 74040 \
    remaining_drc_errors 0 \
    yosysSeqAreaShare_pct 12.11 \
    worst-slew-pin-transition_ns 0.9744 \
    cts_resized 0 \
    drv_slew 0 \
    path_max_fanout 36 \
    dp_hpwl_mm 144.9 \
    warnings 25 \
    period_used_pct 62.19 \
    cts_tree "built" \
    via_per_inst 4.808 \
    finalClockSkew_ns 0.08616 \
    flop_cell "dfxtp_1" \
    core_area_um2 183500 \
    gp_congestion 0.9244 \
    finalSetupTns_ns 0 \
    edf_count 0 \
    hold_buffers 33 \
    min_period_ns 7.214 \
    vias 50530 \
    clk_pin_slew_worst_paths_ns 0.09 \
    whs_path_depth 9 \
    wl_per_cell_um 18.13 \
    outcome "finished, violations left" \
    synth.top_cell.area_share_pct 46.18 \
    io_buffers 139 \
    yosysMostFrequentCell "inv_1" \
    drv_cap 0 \
    critical_path_class "reg2reg" \
    fmax_mhz 138.6 \
    ys.flops 447 \
    endpoint_kind "flop" \
    yosys-stat-cells 7967 \
    grt_usage_pct 23.01 \
    antenna_left 0 \
    pin_count 140 \
    synthArstFlopShare_pct 0.8949 \
    die_h_um 432.2 \
    postCtsSetupRepairBufs 0 \
    start_kind "flop" \
    drt_iter0_markers 2180 \
    synth_cell_types 65 \
    common_cells "inv_1 (2087), fa_1 (1708), nand2_1 (1170)" \
    grt_overflow 0 \
    firstDrtPassIters 5 \
    final_core_util_pct 43.93 \
    grt_max_degree 37 \
    largest_area_cell "fa_1" \
    dieArea_um2 186800 \
    whs_ns -0.02555 \
    violations "negative hold slack" \
    cp.arrival_ns 8.06 \
    die_x_um 432.2 \
    ys_top_cells_by_area "fa_1 (46%), dfxtp_1 (12%), inv_1 (11%), ha_1 (8.3%), nand2_1 (5.9%)" \
    ys_area_um2 74040 \
]
[final timing paths]
kind | startpoint | endpoint | slack [ns]
min in group asynchronous | rst_i | data_valid_stage_2_ff | 1.62
worst min-delay path | data_valid_stage_3_ff | clock gate | -0.03
max in group gated | data_valid_stage_2_ff | clock gate | 5.40
worst max-delay path | s_re_reg2[9] | mult_reg_re[40] | 4.39
min in group clk0 | s_re_reg1[14] | s_re_reg2[14] | 0.24
worst min register to register | s_re_reg1[14] | s_re_reg2[14] | 0.24
max in group asynchronous | rst_i | data_valid_stage_1_ff | 9.83
worst max register to register | s_re_reg2[9] | mult_reg_re[40] | 4.39
[routing by layer]
layer,GRT usage (%),vias to the layer above,share of wire [%]
met4,5.871,2,3.2
li1,-,22990,-
met3,8.966,207,8.8
met2,36.07,1598,48
met5,0.2862,-,0.018
met1,31.00,25730,40
[placed cells by master, fill, tap and decap left out, types with 79 or more instances in the layout]
cell type,instances
a21o_1,87
a21oi_1,152
and2_1,601
buf_4,128
clkdlybuf4s50_1,139
dfxtp_1,443
fa_1,1708
ha_1,494
inv_1,2087
nand2_1,1170
nor2_1,106
nor2b_1,92
o21ai_0,79
xnor2_1,177
[stage by stage]
stage	cell area, µm²	std cells	setup slack, ns	hold slack (ns)
after global placement	78190	10350	4.571	-5.503
after floorplan	74040	7967	5.261	-5.512
after CTS	80560	10490	4.475	0.03542
final	80610	10510	4.386	-0.02555
after global routing	80600	10510	4.002	0.03635
after detailed placement	78190	10350	4.552	-5.502
[registers in the layout (all words and copies together), names as in the netlist, 18 cells and up]
name	flops
reg2_mult_aB	41
w_im_reg2	18
sum_reg_im	25
mult_reg_re	41
s_im_reg1	25
s_re_reg1	25
w_im_reg1	18
s_re_reg2	25
reg_mult_Ab	41
w_re_reg2	18
w_re_reg1	18
mult_reg_im1	41
mult_reg_im2	41
reg1_mult_aB	41
sum_reg_re	25
[logic make-up (layout without fill, tap and decap cells)]
logic type | after synthesis | in the layout | synth area share [%]
AND-OR/OR-AND | 488 | 488 | 4.378
XOR/XNOR | 230 | 230 | 2.721
adder cells (fa/ha/maj) | 2202 | 2202 | 54.53
buffers and inverters | 2432 | 2488 | 12.33
flip-flops | 447 | 447 | 12.11
other | 0 | 21 | 0
AND/OR/NAND/NOR | 2168 | 2168 | 13.93
[final cells by class]
cell class	count	area, µm²	area share (%)
timing repair buffer	300	2683	3.328
inverter	2087	7834	9.718
antenna	21	52.55	0.06519
clock buffer	66	1577	1.956
tap	2464	3083	3.825
multi-input combinational	5088	55950	69.41
sequential	447	8969	11.13
clock inverter	35	459.2	0.5697
[worst max-delay path, stage by stage, from the launching register on]
cell       delay, ns
dfxtp_1         0.33
buf_4           0.47
nand2_1         0.15
fa_1            0.51
fa_1            0.61
fa_1            0.47
fa_1            0.55
inv_1           0.05
fa_1            0.48
inv_1           0.05
fa_1            0.49
inv_1           0.05
ha_1            0.35
a21oi_1         0.24
nor2b_1         0.08
a211oi_1        0.77
a2bb2oi_1       0.29
o211ai_2        0.18
o31ai_4         0.26
o2111ai_1       0.22
a31o_1          0.27
a21oi_2         0.15
xnor2_1         0.13
